$ cat design/flow/run.sh
#!/bin/bash
# OpenROAD 26Q1-2900-gdf79404cd8, Yosys 0.63+post, stock flow scripts
make -C /OpenROAD-flow-scripts/flow DESIGN_CONFIG=/design/flow/config.mk WORK_HOME=/design/flow/orfs finish
$ cat design/flow/config.mk
export PLATFORM = sky130hd
export DESIGN_NAME = pong
export DESIGN_NICKNAME = pong
export VERILOG_FILES = /design/flow/design.v
export SDC_FILE = /design/flow/constraint.sdc
export NUM_CORES = 4
export LEC_CHECK = 1
export CORE_UTILIZATION = 30
$ cat design/flow/constraint.sdc
current_design pong

set clk_period 8.0
set clk_io_pct 0.2

create_clock -name clk0 -period $clk_period [get_ports {clk_50M}]

set non_clock_inputs [all_inputs -no_clocks]
set_input_delay [expr $clk_period * $clk_io_pct] -clock clk0 $non_clock_inputs
set_output_delay [expr $clk_period * $clk_io_pct] -clock clk0 [all_outputs]
$ cat design/flow/design.v
`default_nettype none
module pong(
	input logic clk_50M,
	input logic [17:0] sw,
	input logic [3:0] btns_b,
	output logic [17:0] ledr,
	output logic [8:0] ledg,
    output logic HS, VS,
    output logic [23:0] VGA_RGB,
    output logic VGA_clk,
    output logic VGA_blank
);
	logic [3:0] btns;
	assign btns = ~btns_b;
	logic clk;
	assign clk = clk_50M;
	logic rst;
	assign rst = sw[17];
	logic lpad_up_btn, lpad_dn_btn;
	logic rpad_up_btn, rpad_dn_btn;
	logic do_stripes;
	logic put_into_play;
	assign lpad_dn_btn = btns[3];
	assign lpad_up_btn = btns[2];
	assign rpad_dn_btn = btns[1];
	assign rpad_up_btn = btns[0];
	assign put_into_play = sw[0];
	assign do_stripes = sw[16];
	logic in_play, in_play_n;
	logic [2:0] lpad_score, lpad_score_n;
	logic [2:0] rpad_score, rpad_score_n;
	logic [9:0] ball_pos_x, ball_pos_x_n;
	logic [9:0] ball_pos_y, ball_pos_y_n;
	logic ball_dir_x, ball_dir_x_n;
	logic ball_dir_y, ball_dir_y_n;
	logic [25:0] game_period, game_period_n;
	logic [25:0] cycle_count, cycle_count_n;
	logic [9:0] lpad_pos, lpad_pos_n;
	logic [9:0] rpad_pos, rpad_pos_n;
	logic [9:0] lpad_min, lpad_max;
	logic [9:0] rpad_min, rpad_max;
	assign lpad_min = lpad_pos;
	assign lpad_max = lpad_pos+10'd40;
	assign rpad_min = rpad_pos;
	assign rpad_max = rpad_pos+10'd40;
	logic do_update;
	assign do_update = (cycle_count == game_period);
	assign ledg = 'b0;
	assign ledr[2:0] = rpad_score;
	assign ledr[5:3] = lpad_score;
	assign ledr[17:6] = 'b0;
	logic display_done;  
	logic [9:0] vga_row;
	logic [9:0] vga_col;
	logic clk_25M;
    logic [2:0] stripes_color;
	vga v(.*);
	stripes s(.vga_color(stripes_color), .*);
	logic in_lpad_ver, in_lpad_hor;
	logic in_rpad_ver, in_rpad_hor;
	logic in_ball_ver, in_ball_hor;
	logic in_lpad, in_rpad, in_ball;
	range_check #(.W(10)) lpad_ver_rc(.is_between(in_lpad_ver), .val(vga_row), .low(lpad_min), .high(lpad_max));
	range_check #(.W(10)) lpad_hor_rc(.is_between(in_lpad_hor), .val(vga_col), .low(10'd10-4'd5), .high(10'd10));
	range_check #(.W(10)) rpad_ver_rc(.is_between(in_rpad_ver), .val(vga_row), .low(rpad_min), .high(rpad_max));
	range_check #(.W(10)) rpad_hor_rc(.is_between(in_rpad_hor), .val(vga_col), .low(10'd629-4'd5), .high(10'd629));
	range_check #(.W(10)) ball_ver_rc(.is_between(in_ball_ver), .val(vga_row), .low(ball_pos_y), .high(ball_pos_y+4'd10));
	range_check #(.W(10)) ball_hor_rc(.is_between(in_ball_hor), .val(vga_col), .low(ball_pos_x), .high(ball_pos_x+4'd10));
	assign in_lpad = in_lpad_ver & in_lpad_hor;
	assign in_rpad = in_rpad_ver & in_rpad_hor;
	assign in_ball = in_ball_ver & in_ball_hor;
	always_comb begin
		VGA_RGB = 24'b0;
		if(do_stripes) begin
			VGA_RGB = {stripes_color[2], 7'b0, stripes_color[1], 7'b0, stripes_color[0], 7'b0};
		end else begin
			if(in_lpad)
				VGA_RGB = 24'hFF_FF_FF;
			if(in_rpad)
				VGA_RGB = 24'hFF_FF_FF;
			if(in_ball)
				VGA_RGB = 24'hFF_FF_FF;
		end
	end
	ff_ar #(.W(1), .RV(1'b0)) in_play_ff(.q(in_play), .d(in_play_n), .*);
	ff_ar #(.W(26), .RV(26'd500_000)) game_period_reg(.q(game_period), .d(game_period_n), .*);
	ff_ar #(.W(26), .RV(26'd0)) cycle_count_reg(.q(cycle_count), .d(cycle_count_n), .*);
	ff_ar #(.W(3)) lpad_score_reg(.q(lpad_score), .d(lpad_score_n), .*);
	ff_ar #(.W(3)) rpad_score_reg(.q(rpad_score), .d(rpad_score_n), .*);
	ff_ar #(.W(10), .RV((10'd640 >> 1))) ball_pos_x_reg(.q(ball_pos_x), .d(ball_pos_x_n), .*);
	ff_ar #(.W(10), .RV((10'd480 >> 1))) ball_pos_y_reg(.q(ball_pos_y), .d(ball_pos_y_n), .*);
	ff_ar #(.W(1), .RV(1'b0)) ball_dir_x_ff(.q(ball_dir_x), .d(ball_dir_x_n), .*);
	ff_ar #(.W(1), .RV(1'b0  )) ball_dir_y_ff(.q(ball_dir_y), .d(ball_dir_y_n), .*);
	ff_ar #(.W(10), .RV((10'd240-(10'd40>>1)))) lpad_pos_reg(.q(lpad_pos), .d(lpad_pos_n), .*);
	ff_ar #(.W(10), .RV((10'd240-(10'd40>>1)))) rpad_pos_reg(.q(rpad_pos), .d(rpad_pos_n), .*);
	logic ball_hit_lpad;
	logic ball_hit_rpad;
	logic ball_hit_pad;
	logic ball_off_top;
	logic ball_off_bottom;
	logic ball_off_left;
	logic ball_off_right;
	logic ball_off_sides;
	logic ball_off_wall;
	assign ball_hit_lpad = (ball_pos_x == 10'd10) & (ball_pos_y >= lpad_pos) & (ball_pos_y <= (lpad_pos+10'd40));
	assign ball_hit_rpad = ((ball_pos_x + 4'd10) == (10'd629-4'd5)) & (ball_pos_y >= rpad_pos) & (ball_pos_y <= (rpad_pos+10'd40));
	assign ball_hit_pad = ball_hit_lpad | ball_hit_rpad;
	assign ball_off_top     = (ball_pos_y == 10'd0)                ? 1'b1 : 1'b0;
	assign ball_off_bottom  = (ball_pos_y == 10'd480-10'd1)  ? 1'b1 : 1'b0;
	assign ball_off_left    = (ball_pos_x == 10'd0)               ? 1'b1 : 1'b0;
	assign ball_off_right   = (ball_pos_x == 10'd640-10'd1) ? 1'b1 : 1'b0;
	assign ball_off_sides   = ball_off_left | ball_off_right;
	assign ball_off_wall    = ball_off_top | ball_off_bottom;
	always_comb begin
		in_play_n = in_play;
		if(do_update) begin
			if(in_play & ball_off_sides)
				in_play_n = 1'b0;
			if(~in_play & put_into_play)
				in_play_n = 1'b1;
		end
	end
	assign game_period_n = (do_update & ball_off_sides) ? game_period - (game_period >> 3) : game_period;
	assign cycle_count_n = (do_update) ? 26'd0 : (cycle_count + 1'd1);
	assign lpad_score_n = (do_update & ball_off_right) ? lpad_score + 1'b1 : lpad_score;
	assign rpad_score_n = (do_update & ball_off_left) ? rpad_score + 1'b1 : rpad_score;
	always_comb begin
		ball_pos_x_n = ball_pos_x;
		ball_pos_y_n = ball_pos_y;
		if(do_update) begin
			if(ball_off_sides) begin
				ball_pos_x_n = (10'd640 >> 1);
				ball_pos_y_n = (10'd480 >> 1);
			end
			else begin
				if(in_play) begin
					if(ball_dir_x_n == 1'b1)
						ball_pos_x_n = ball_pos_x+1'd1;
					if(ball_dir_x_n == 1'b0)
						ball_pos_x_n = ball_pos_x-1'd1;
					if(ball_dir_y_n == 1'b1)
						ball_pos_y_n = ball_pos_y+1'd1;
					if(ball_dir_y_n == 1'b0)
						ball_pos_y_n = ball_pos_y-1'd1;
				end
			end
		end
	end
	assign ball_dir_x_n = (do_update & (ball_hit_pad | ball_off_sides))?  ~ball_dir_x : ball_dir_x;
	assign ball_dir_y_n = (do_update & ball_off_wall)?                    ~ball_dir_y : ball_dir_y;
	always_comb begin
		lpad_pos_n = lpad_pos;
		if(do_update & in_play) begin
			case({lpad_up_btn,lpad_dn_btn})
				2'b00: lpad_pos_n = lpad_pos;
				2'b01: lpad_pos_n = lpad_pos + 1'b1;
				2'b10: lpad_pos_n = lpad_pos - 1'b1;
				default: lpad_pos_n = lpad_pos;
			endcase
			if(lpad_pos_n <= 'd0)
				lpad_pos_n = lpad_pos;
			if(lpad_pos_n+10'd40 >= 10'd480)
				lpad_pos_n = lpad_pos;
		end
	end
	always_comb begin
		rpad_pos_n = rpad_pos;
		if(do_update & in_play) begin
			case({rpad_up_btn,rpad_dn_btn})
				2'b00: rpad_pos_n = rpad_pos;
				2'b01: rpad_pos_n = rpad_pos + 1'b1;
				2'b10: rpad_pos_n = rpad_pos - 1'b1;
				default: rpad_pos_n = rpad_pos;
			endcase
			if(rpad_pos_n <= 'd0)
				rpad_pos_n = rpad_pos;
			if(rpad_pos_n+10'd40 >= 10'd480)
				rpad_pos_n = rpad_pos;
		end
	end
endmodule: pong
module ff_ar #(parameter W=1, RV={W{1'b0}}) (
	input logic [W-1:0] d,
	output logic [W-1:0] q,
	input logic clk, rst);
	always_ff @(posedge clk, posedge rst) begin
		if(rst)
			q <= RV;
		else
			q <= d;
	end
endmodule: ff_ar
module vga(
    output logic display_done,
    output logic HS, VS,
    output logic VGA_clk,
    output logic VGA_blank,
    output logic [9:0] vga_row,
    output logic [9:0] vga_col,
    output logic clk_25M,
    input logic clk_50M, rst);
    logic clr_clk, clr_line, inc_line;
    logic HS_b, VS_b;
    logic [9:0] clk_cnt;
    logic [9:0] line_cnt;
    logic max_line;
    logic clr_line_50M;
    assign display_done = clr_line && ~clr_line_50M;
    always @(posedge clk_50M, posedge rst) begin
        if(rst)    clr_line_50M <= 1'b0;
        else        clr_line_50M <= clr_line;
    end
    assign HS = ~HS_b;
    assign VS = ~VS_b;
    assign clr_clk = inc_line;
    assign clr_line = clr_clk && max_line;
    always_ff @(posedge clk_50M, posedge rst) begin
        if(rst)    clk_25M <= 1'b0;
        else        clk_25M <= ~clk_25M;
    end
    logic HS_porch_b, VS_porch_b;
    range_check #(10) VS_portch_rc(.is_between(VS_porch_b), .val(vga_row), .low(10'd0), .high(10'd480-1'b1));
    range_check #(10) HS_portch_rc(.is_between(HS_porch_b), .val(vga_col), .low(10'd0), .high(10'd640-1'b1));
    assign VGA_blank = ~(~HS_porch_b | ~VS_porch_b);  
    assign VGA_clk = ~clk_50M;  
    counter #(10,10'd0) clk_counter(.cnt(clk_cnt), .clk(clk_25M), .rst, .inc(1'b1), .clr(clr_clk));
    counter #(10,10'd0) line_counter(.cnt(line_cnt), .clk(clk_25M), .rst, .inc(inc_line), .clr(clr_line));
    compare #(10) cmp_clk(.eq(inc_line), .aGT(), .bGT(), .a(clk_cnt), .b(((10'd96 + 10'd48)+10'd640+10'd16)-1'b1));
    compare #(10) cmp_line(.eq(max_line), .aGT(), .bGT(), .a(line_cnt), .b(((10'd2 + 10'd29)+10'd480+10'd10)-1'b1));
    range_check #(10) HS_rc(.is_between(HS_b), .val(clk_cnt), .low(10'd0), .high(10'd96-1'b1));
    addSub #(10) col_offset(.result(vga_col), .z(), .n(), .a(clk_cnt), .b((10'd96 + 10'd48)), .add(1'b0));
    range_check #(10) VS_rc(.is_between(VS_b), .val(line_cnt), .low(10'd0), .high(10'd2-1'b1));
    addSub #(10) row_offset(.result(vga_row), .z(), .n(), .a(line_cnt), .b((10'd2 + 10'd29)), .add(1'b0));
endmodule: vga
module stripes(
    output logic [2:0] vga_color,
    input logic [9:0] vga_row,
    input logic [9:0] vga_col);
    logic black, blue, green, cyan, red, purple, yellow, white;
    range_check #(10) black_rc    (black, vga_col,10'd0,  10'd79);
    range_check #(10) blue_rc     (blue,  vga_col,10'd80, 10'd159);
    range_check #(10) green_rc    (green, vga_col,10'd160,10'd239);
    range_check #(10) cyan_rc     (cyan,  vga_col,10'd240,10'd319);
    range_check #(10) red_rc      (red,   vga_col,10'd320,10'd399);
    range_check #(10) purple_rc   (purple,vga_col,10'd400,10'd479);
    range_check #(10) yellow_rc   (yellow,vga_col,10'd480,10'd559);
    range_check #(10) white_rc    (white, vga_col,10'd560,10'd639);
    assign vga_color[2] = red | purple | yellow | white;
    assign vga_color[1] = green | cyan | yellow | white;
    assign vga_color[0] = blue | cyan | purple | white;
endmodule
module compare
    #(parameter W=1) (
    output logic eq, aGT, bGT,
    input logic [W-1:0] a, b);
    assign eq = (a == b) ? 1'b1 : 1'b0;
    assign aGT = (a > b) ? 1'b1 : 1'b0;
    assign bGT = (b > a) ? 1'b1 : 1'b0;
endmodule: compare
module addSub
    #(parameter W=1) (
    output logic [W-1:0] result,
    output logic z, n,
    input logic [W-1:0] a, b,
    input logic add);
    assign result = (add) ? (a+b) : (a-b);
    assign z = (result == 0) ? 1'b1 : 1'b0;
    assign n = result[W-1];
endmodule: addSub
module range_check
    #(parameter W=1) (
    output logic is_between,
    input logic [W-1:0] val, low, high);
    assign is_between = ((val >= low) && (val <= high)) ? 1'b1 : 1'b0;
endmodule: range_check
module counter #(parameter W=8, RV={W{1'b0}}) (
    output logic [W-1:0] cnt,
    input logic clr, inc,
    input logic clk, rst);
    logic [W-1:0] count_d;
    logic en;
    assign count_d = (clr) ? RV : (cnt+1'b1);
    assign en = inc || clr;
    ff_ar_en #(W, RV) count(.q(cnt), .d(count_d), .en, .clk, .rst);
endmodule: counter
module ff_ar_en #(parameter W=1, RV={W{1'b0}}) (
    output logic [W-1:0] q,
    input logic [W-1:0] d,
    input logic en, clk, rst);
    logic [W-1:0] mux_out;
    assign mux_out = (en) ? d : q;
    ff_ar #(W,RV) ff(.q, .d(mux_out), .clk, .rst);
endmodule: ff_ar_en
==> impl_metrics.tcl <==
# metrics dict for downstream scripts
set metrics [dict create \
    netlist_area_sq_mm 0.0126 \
    synthTopCellsByCount "170 x ha_1, 112 x nand2_1, 111 x inv_1" \
    synth.distinct_cells 84 \
    pwr-share-seq_pct 25.2 \
    cp.arrival_ps 4880 \
    yosys.stat.seqShare_pct 24.4 \
    clk_latency_ps 370 \
    yosysTopAreaCellShare_pct 19.6 \
    comb_power_share_pct 61.3 \
    final-max-slew-violation-count 0 \
    core_region_area_sq_mm 0.0411 \
    ctsRootBufferMaster "clkbuf_16" \
    syn_inst 1500 \
    unclocked_regs 20 \
    peakVddDrop_mv 0.128 \
    cp-start-kind "clock port" \
    dieArea_sq_mm 0.0429 \
    rsz0062_at_grt "no" \
    numCtsBuffers 9 \
    clkTransAtPathRegs_ps 70 \
    place.gp.congestion 0.887 \
    post_cts_buffers 0 \
    overflow 0 \
    totalWireLength_mm 29.0 \
    crit_path_max_incr_delay_ps 460 \
    hold_viol_final 0 \
    yosys_warnings 10 \
    drtPass1Iterations 25 \
    crit_path_frequent_cell "clkbuf_16" \
    cts_tree "yes" \
    ys_chip_area_sq_mm 0.0126 \
    path_max_fanout 11 \
    ios 78 \
    unconstrained_endpoints 23 \
    syn2layout_area_growth_pct 8.39 \
    hold_depth 1 \
    num_rows 74 \
    vias 10375 \
    cap_violations 0 \
    die_y_um 207 \
    synth-edff-count 0 \
    grt_pass1_vias 9724 \
    synth_top_cell_by_area "dfrtp_1" \
    placedCellCount 2022 \
    cp_cell_sequence "clkbuf_16 -> clkbuf_16 -> inv_1 -> clkdlybuf4s50_1" \
    portBuffers 41 \
    internal-power_w 0.00186 \
    routedWlPerCell_um 14.2 \
    slowest_stage "clkdlybuf4s50_1" \
    cts_hold_buf 0 \
    status "finished, final reports clean" \
    path_class "clk2out" \
    slew_headroom_pct 38.5 \
    fin_cells 2038 \
    die_w_um 207 \
    ff2ff_path_depth 18 \
    cts_resized 0 \
    dp_hpwl_mm 22.2 \
    leakagePower_nw 6.06 \
    grt_use_total_pct 14.0 \
    warning_count 57 \
    power.share.switching_pct 46.7 \
    async_flop_share_pct 100 \
    cts_max_level 3 \
    min_path_type "reg2reg" \
    yosys_cells 1500 \
    numSynthFlops 122 \
    clockBufferDepth 2 \
    synthTopCellsByArea "dfrtp_1 20%, ha_1 17%, xnor2_1 6.0%" \
    critPathCaptureType "primary output" \
    pwr-share-clk_pct 13.5 \
    cp_data_required_time_ps 6400 \
    powerDensity_mw_per_mm2 256 \
    via_per_inst 5.09 \
    drive_gt1_share_pct 5.58 \
    drc 0 \
    top_cell "ha_1" \
    drt-initial-drc-count 594 \
    ant_nets 0 \
    grt_max_degree 49 \
    antenna_found_initial 0 \
    num_antenna_cells 0 \
    grt_pass1_wl_mm 49.4 \
    finClkSkew_ps 14.9 \
    tns_ps 0 \
    ff_type "dfrtp_1" \
    syn_avg_cell_area_sq_um 8.41 \
    worstMarginPinSlew_ps 919 \
    initial_utilization_pct 30.7 \
    setup-violations-final 0 \
    p_switching_w 0.00163 \
]
==> worst max-delay path: cells and delay by family <==
family	cells	cell delay, ps
buffers and inverters	4	860
==> cell usage in the layout (no fill, tap or decap), types with 8 or more instances in the layout <==
master           count
a211oi_1            23
a21o_1              40
a21oi_1             72
a31oi_1             16
and2_1              11
and3_1              17
buf_4                9
clkbuf_16            9
clkdlybuf4s50_1     41
conb_1              21
dfrtp_1             99
dfstp_2             23
ha_1               170
inv_1              110
mux2_2              13
mux2i_1             13
nand2_1            112
nand2b_1            21
nand3_1             39
nand4_1             28
nor2_1             105
nor2b_1             15
nor3_1              34
nor4_1              18
o211ai_1            10
o21a_1              15
o21ai_0             92
o21bai_1            19
o22ai_1              8
o31ai_1             11
or3_1               11
or4_1                8
xnor2_1             86
xor2_1              60
==> path summary, 6_finish.rpt <==
check	startpoint	endpoint	slack, ps
max	clk_50M	VGA_clk	1520
min	lpad_score_reg.q[2]$_DFFE_PP0P_	lpad_score_reg.q[2]$_DFFE_PP0P_	470
min reg2reg	lpad_score_reg.q[2]$_DFFE_PP0P_	lpad_score_reg.q[2]$_DFFE_PP0P_	470
max reg2reg	rpad_pos_reg.q[3]$_DFFE_PP1P_	ball_pos_x_reg.q[8]$_DFFE_PP1P_	3180
min in group asynchronous	sw[17]	game_period_reg.q[19]$_DFFE_PP0P_	1590
max in group asynchronous	sw[17]	rpad_pos_reg.q[1]$_DFFE_PP0P_	4810
==> sequential cells by signal (all words and copies together), names as in the netlist, 10 cells and up <==
name	count
ball_pos_x_reg.q	10
ball_pos_y_reg.q	10
lpad_pos_reg.q	10
cycle_count_reg.q	26
v.line_counter.count.ff.q	10
game_period_reg.q	26
v.clk_counter.count.ff.q	10
rpad_pos_reg.q	10
==> kinds of logic (layout without fill, tap and decap cells) <==
kind of cell	count (synthesis)	after routing	synth area share, %
AOI/OAI and AO/OA	383	383	20.3
xor gates and xnor gates	147	147	10.3
adders and majority gates	174	174	17.5
buffers and inverters	194	180	7.06
DFF	122	122	24.4
muxes	26	26	2.19
other	1	21	0.0297
and+or+nand+nor	453	453	18.2
==> layer usage <==
layer  global-route usage, %  routed length, um  vias to the layer above
met1                    21.5              14900                     4820
li1                        -                  -                     5375
met4                    1.83                335                        0
met5                       0                  0                        -
met3                    1.02                741                       21
met2                    22.3              13000                      159
==> final cells by class <==
cell class / count / area, sq um
fillers: 4202 / 27400
clock inverters: 6 / 51.3
inverters: 113 / 427
clock buffers: 12 / 263
well taps: 532 / 666
repair buffers: 49 / 468
multi-input cells: 1204 / 8710
flip-flops and latches: 122 / 3080
==> per-stage QoR <==
step                      utilization (%)  power, W  hold WS (ps)  area (sq um)  setup slack, ps
after floorplan                         -   0.00256           424         12700             2390
after global placement               32.5   0.00298           461         13400             1600
after detailed placement             32.5   0.00301           468         13400             1550
after CTS                            33.2   0.00351           481         13700             1490
after global routing                 33.2   0.00386           514         13700             1500
final                                33.2   0.00349           475         13700             1520
==> power by group through the flow <==
stage | sequential (W) | combinational [W] | clock [W]
finish | 0.000880 | 0.00214 | 0.000472
global route | 0.000906 | 0.00245 | 0.000506
CTS | 0.000878 | 0.00214 | 0.000490
Power is estimated from default activity; no workload was simulated.
